[design/flow/design.v]
module vga(
  input clk, reset,
  input  [7:0] vdata,
  output [7:0] vaddr,
  output [3:0] VGA_R, VGA_G, VGA_B, 
  output VGA_HS_O, VGA_VS_O);
  reg [9:0] CounterX, CounterY;
  reg inDisplayArea;
  reg vga_HS, vga_VS;
  wire CounterXmaxed = (CounterX == 800);  
  wire CounterYmaxed = (CounterY == 525);  
  wire [3:0] row, col;
  always @(posedge clk or posedge reset)
    if (reset)
      CounterX <= 0;
    else 
      if (CounterXmaxed)
        CounterX <= 0;
      else
        CounterX <= CounterX + 1;
  always @(posedge clk or posedge reset)
    if (reset)
      CounterY <= 0;
    else 
      if (CounterXmaxed)
        if(CounterYmaxed)
          CounterY <= 0;
        else
          CounterY <= CounterY + 1;
  assign row = (CounterY>>6);
  assign col = (CounterX>>6);
  assign vaddr = {1'b1,col[3:0],row[2:0]}; 
  always @(posedge clk)
  begin
    vga_HS <= (CounterX > (640 + 16) && (CounterX < (640 + 16 + 96)));    
    vga_VS <= (CounterY > (480 + 10) && (CounterY < (480 + 10 +  2)));    
    inDisplayArea <= (CounterX < 640) && (CounterY < 480);
  end
  assign VGA_HS_O = ~vga_HS;
  assign VGA_VS_O = ~vga_VS;
  wire [10:0] temp;  
  assign temp = CounterX + CounterY;
  assign VGA_R = inDisplayArea ? temp[3:0] : 4'b0000;
  assign VGA_G = inDisplayArea ? {CounterX[3:2], CounterY[1:0]} : 4'b0000;
  assign VGA_B = inDisplayArea ? temp[3:0] : 4'b0000;
endmodule
[design/flow/constraint.sdc]
current_design vga

set clk_period 2.9
set clk_io_pct 0.2

create_clock -name clk0 -period $clk_period [get_ports {clk}]

set non_clock_inputs [all_inputs -no_clocks]
set_input_delay [expr $clk_period * $clk_io_pct] -clock clk0 $non_clock_inputs
set_output_delay [expr $clk_period * $clk_io_pct] -clock clk0 [all_outputs]
[design/flow/run.sh]
#!/bin/bash
# OpenROAD 26Q1-2900-gdf79404cd8, Yosys 0.63+post, stock flow scripts
make -C /OpenROAD-flow-scripts/flow DESIGN_CONFIG=/design/flow/config.mk WORK_HOME=/design/flow/orfs finish
[design/flow/config.mk]
export PLATFORM = sky130hd
export DESIGN_NAME = vga
export DESIGN_NICKNAME = vga
export VERILOG_FILES = /design/flow/design.v
export SDC_FILE = /design/flow/constraint.sdc
export NUM_CORES = 4
export LEC_CHECK = 1
export CORE_UTILIZATION = 30
==> report_table.html <==
<h2>Synthesis and place &amp; route</h2>
<table>
<tr><th>Metric</th><th>Value</th></tr>
<tr><th colspan="2">Logic synthesis</th></tr>
<tr><td>Fraction of registers with async set/reset</td><td>87.0%</td></tr>
<tr><td>Registers, synthesis</td><td>23</td></tr>
<tr><td>Yosys Chip Area</td><td>around 1400 um2</td></tr>
<tr><td>Synthesized instance count</td><td>146</td></tr>
<tr><td>Yosys stat cell total</td><td>146</td></tr>
<tr><td>Area of the mapped netlist</td><td>between 1000 and 1500 um2</td></tr>
<tr><td>Count of library flops with an enable pin</td><td>0</td></tr>
<tr><td>Average size of a mapped cell</td><td>9.61 um2</td></tr>
<tr><td>Distinct lib cells</td><td>37</td></tr>
<tr><td>Sequential-to-total area share from yosys stat</td><td>40.0%</td></tr>
<tr><td>Synthesis warning total</td><td>1</td></tr>
<tr><td>Main synth FF type</td><td>sky130_fd_sc_hd__dfrtp_1</td></tr>
<tr><th colspan="2">Floorplan</th></tr>
<tr><td>Top-level port count</td><td>32</td></tr>
<tr><td>Floorplan core density</td><td>between 30% and 40%</td></tr>
<tr><td>Chip width</td><td>70.4 um</td></tr>
<tr><td>Vertical extent of the die</td><td>70.4 um</td></tr>
<tr><td>Chip footprint</td><td>4950 um2</td></tr>
<tr><td>Total number of placement rows</td><td>24</td></tr>
<tr><td>Area of the core</td><td>~4400 um2</td></tr>
<tr><th colspan="2">Job</th></tr>
<tr><td>Max-Cap Viols</td><td>0</td></tr>
<tr><td>Total tool warning count</td><td>36</td></tr>
<tr><th colspan="2">Worst setup path</th></tr>
<tr><td>Crit Path Category</td><td>flip-flop to output port</td></tr>
<tr><td>Critical register-to-register path endpoint</td><td>CounterY[4]</td></tr>
<tr><td>Critical path required time</td><td>approximately 2.3 ns</td></tr>
<tr><td>Worst path max stage delay</td><td>0.49 ns</td></tr>
<tr><td>Startpoint types</td><td>flip-flop</td></tr>
<tr><td>Kind of cell adding the most delay to the critical path</td><td>adder cells</td></tr>
<tr><td>Peak fanout along the critical path</td><td>9</td></tr>
<tr><td>Launching point of the worst reg2reg path</td><td>CounterX[1]</td></tr>
<tr><td>Arrival @ worst endpoint</td><td>2.15 ns</td></tr>
<tr><td>Cells traversed along the worst timing path</td><td>ha_1, fa_1, xor2_1, and2_1, clkdlybuf4s50_1</td></tr>
<tr><td>Critical-path cell with the highest stage delay</td><td>sky130_fd_sc_hd__dfrtp_1</td></tr>
<tr><td>Number of cells traversed by the worst register-to-register path</td><td>6</td></tr>
<tr><td>Number of buffer and inverter stages on the critical path</td><td>1</td></tr>
<tr><td>Reg-to-reg slack, setup</td><td>0.94 ns</td></tr>
<tr><td>CP endpoint kind</td><td>output port</td></tr>
<tr><th colspan="2">CTS</th></tr>
<tr><td>Number of buffers on the longest clock path</td><td>2</td></tr>
<tr><td>CTS root buffer</td><td>sky130_fd_sc_hd__clkbuf_8</td></tr>
<tr><td>Number of sinks on the clock net</td><td>23</td></tr>
<tr><td>Latest clock arrival within the worst-skew pair</td><td>roughly 0.26 ns</td></tr>
<tr><td>CTS tree</td><td>built</td></tr>
<tr><td>TritonCTS buffer count</td><td>3</td></tr>
<tr><td>Post-CTS setup buffers</td><td>0</td></tr>
<tr><td># resized after CTS</td><td>0</td></tr>
<tr><td>Number of H-tree levels</td><td>1</td></tr>
<tr><td>Hold Buf Count CTS</td><td>0</td></tr>
<tr><td>Clock transition at the registers of the reported paths</td><td>roughly 0.080 ns</td></tr>
<tr><th colspan="2">Pwr</th></tr>
<tr><td>VDD IR max</td><td>0.293 mV</td></tr>
<tr><td>Combinational share of power</td><td>1.3%</td></tr>
<tr><td>Internal power summed over all cells</td><td>0.419 mW</td></tr>
<tr><td>Share of total power in the clock network</td><td>about 37%</td></tr>
<tr><td>Power per cell area</td><td>around 320 nW/um2</td></tr>
<tr><td>Switching power of the nets</td><td>0.0993 mW</td></tr>
<tr><td>Portion of total power attributed to sequential cells</td><td>61.7%</td></tr>
<tr><td>Switching portion of total power</td><td>19.2%</td></tr>
<tr><td>Static leakage</td><td>around 0.7 nW</td></tr>
<tr><th colspan="2">Hold path</th></tr>
<tr><td>Min-delay worst type</td><td>flip-flop to flip-flop</td></tr>
<tr><td>Hold depth</td><td>1</td></tr>
<tr><td>Source of the worst hold timing path</td><td>CounterY[7]</td></tr>
<tr><td>Hold Crit Endpoint</td><td>CounterY[7]</td></tr>
<tr><th colspan="2">Detailed routing</th></tr>
<tr><td>Antenna Nets Post-Route</td><td>0</td></tr>
<tr><td>DRC violation count after routing</td><td>0</td></tr>
<tr><td>Average wire per cell in the routed design</td><td>approximately 12 um</td></tr>
<tr><td>Antenna Cells</td><td>0</td></tr>
<tr><td>Vias per Instance</td><td>between 4 and 5</td></tr>
<tr><td>Pre-Repair DR Iteration Count</td><td>4</td></tr>
<tr><td>Total number of vias</td><td>1017</td></tr>
<tr><td>DR iter-0 viols</td><td>64</td></tr>
<tr><td>Final WL</td><td>about 2.4 mm</td></tr>
<tr><th colspan="2">STA</th></tr>
<tr><td>Setup repair after global routing missed its margin</td><td>false</td></tr>
<tr><td>Max Slew Vio Count</td><td>0</td></tr>
<tr><td>Rel. slew slack</td><td>roughly half</td></tr>
<tr><td>Setup clock skew after layout</td><td>roughly 0.0053 ns</td></tr>
<tr><td>Worst hold slack</td><td>around 0.52 ns</td></tr>
<tr><td>Post-route minimum period</td><td>2.73 ns</td></tr>
<tr><td>Setup TNS after final layout</td><td>0 ns</td></tr>
<tr><td>Final hold violations</td><td>0</td></tr>
<tr><td>Final setup violation count</td><td>0</td></tr>
<tr><td>Maximum clock frequency</td><td>0.367 GHz</td></tr>
<tr><td>Portion of the clock cycle consumed by the worst path in the final layout</td><td>94.0%</td></tr>
<tr><td>Worst Tran Pin Value</td><td>between 0.7 and 0.8 ns</td></tr>
<tr><td>Final worst setup slack</td><td>0.174 ns</td></tr>
<tr><th colspan="2">Layout</th></tr>
<tr><td>Number of fill cells in the layout</td><td>about 440</td></tr>
<tr><td>Area growth, synth to finish</td><td>16.0%</td></tr>
<tr><td>Util after Layout</td><td>a little under two fifths</td></tr>
<tr><td>Layout cells sized above 1</td><td>5.13%</td></tr>
<tr><th colspan="2">Placement</th></tr>
<tr><td># port buffers</td><td>22</td></tr>
<tr><td>Worst slack after detailed placement</td><td>0.447 ns</td></tr>
<tr><td>GPL Wtd Cong</td><td>0.828</td></tr>
<tr><td>Dpl hpwl</td><td>1.80 mm</td></tr>
<tr><th colspan="2">Global route</th></tr>
<tr><td>Pin count of the biggest net entering global routing</td><td>21</td></tr>
<tr><td>Overall Global Routing Usage</td><td>11.1%</td></tr>
<tr><td>Antenna violations before repair</td><td>0</td></tr>
<tr><td>First-pass GRT wire length</td><td>4.38 mm</td></tr>
<tr><td>Number of global-route vias before repair</td><td>between 900 and 1000</td></tr>
<tr><td>Remaining global-route overflow</td><td>0</td></tr>
<tr><th colspan="2">Run status</th></tr>
<tr><td>Outcome</td><td>complete, no violations</td></tr>
</table>
-- sequential cells by signal (all words and copies together), names as in the netlist --
name	count
inDisplayArea	1
CounterX	10
CounterY	10
vga_HS	1
vga_VS	1
-- layout make-up --
class | count | area [um2] | area share [%]
sequential | 23 | 561 | 34.5
multi-input combinational | 100 | 709 | 43.6
timing repair buffer | 22 | 220 | 13.5
tap | 52 | 65.1 | 4.00
inverter | 7 | 26.3 | 1.62
clock buffer | 4 | 45.0 | 2.77
-- Yosys cell counts (2+ instances only) --
cell type / number / area, um2
sky130_fd_sc_hd__clkbuf_1: 3 / 11.3
sky130_fd_sc_hd__and3b_2: 2 / 20.0
sky130_fd_sc_hd__ha_1: 8 / 100
sky130_fd_sc_hd__xnor2_1: 11 / 96.3
sky130_fd_sc_hd__nor2_1: 9 / 33.8
sky130_fd_sc_hd__dfrtp_1: 20 / 500
sky130_fd_sc_hd__o31ai_1: 2 / 15.0
sky130_fd_sc_hd__and3_1: 2 / 12.5
sky130_fd_sc_hd__nor3_1: 2 / 10.0
sky130_fd_sc_hd__dfxtp_1: 3 / 60.1
sky130_fd_sc_hd__nand3_1: 7 / 35.0
sky130_fd_sc_hd__o21ai_0: 5 / 25.0
sky130_fd_sc_hd__and2_1: 10 / 62.6
sky130_fd_sc_hd__a21oi_1: 4 / 20.0
sky130_fd_sc_hd__nand2_1: 11 / 41.3
sky130_fd_sc_hd__nor4_1: 2 / 12.5
sky130_fd_sc_hd__buf_4: 12 / 90.1
sky130_fd_sc_hd__inv_1: 7 / 26.3
sky130_fd_sc_hd__nand4_1: 5 / 31.3
sky130_fd_sc_hd__xor2_1: 4 / 35.0
-- worst max-delay path by stage --
stage	startpoint	end	slack, ns	depth (start not counted)
after CTS	CounterY[0]	VGA_B[2]	0.15	5
after global routing	CounterY[0]	VGA_R[2]	0.02	5
final	CounterY[0]	VGA_B[2]	0.17	5
-- cells in the final DEF (no fill, tap or decap), types with 3 or more instances in the layout --
| cell type | netlist | routed |
|---|---|---|
| sky130_fd_sc_hd__xnor2_1 | 11 | 11 |
| sky130_fd_sc_hd__nand4_1 | 5 | 5 |
| sky130_fd_sc_hd__clkdlybuf4s50_1 | 0 | 22 |
| sky130_fd_sc_hd__nand2_1 | 11 | 11 |
| sky130_fd_sc_hd__and2_1 | 10 | 10 |
| sky130_fd_sc_hd__ha_1 | 8 | 8 |
| sky130_fd_sc_hd__a21oi_1 | 4 | 4 |
| sky130_fd_sc_hd__dfxtp_1 | 3 | 3 |
| sky130_fd_sc_hd__xor2_1 | 4 | 4 |
| sky130_fd_sc_hd__clkbuf_8 | 0 | 3 |
| sky130_fd_sc_hd__inv_1 | 7 | 7 |
| sky130_fd_sc_hd__nand3_1 | 7 | 7 |
| sky130_fd_sc_hd__dfrtp_1 | 20 | 20 |
| sky130_fd_sc_hd__o21ai_0 | 5 | 5 |
| sky130_fd_sc_hd__nor2_1 | 9 | 9 |
-- through the flow --
step | cells | area, um2 | total power [mW]
after floorplan | 146 | 1400 | 0.331
after global placement | 204 | 1580 | 0.334
after detailed placement | 204 | 1580 | 0.334
after CTS | 208 | 1630 | 0.530
after global routing | 208 | 1630 | 0.544
final | 208 | 1630 | 0.518
-- kinds of logic after synthesis --
kind of cell	share of synthesized area (%)
fa+ha+maj	8.56
xor+xnor	9.37
simple gates	24.8
flops	40.0
buf+inv	9.46
other cells	0.267
compound gates	7.58
-- worst register-to-register path, stage by stage, from the launching register on --
cell,delay (ns)
sky130_fd_sc_hd__dfrtp_1,0.46
sky130_fd_sc_hd__inv_1,0.09
sky130_fd_sc_hd__ha_1,0.13
sky130_fd_sc_hd__nor4b_4,0.27
sky130_fd_sc_hd__nand4_1,0.31
sky130_fd_sc_hd__or4b_1,0.57
sky130_fd_sc_hd__nand2_1,0.08
-- power groups by stage --
stage | clock network, mW | registers, mW | logic [mW]
6_report | 0.192 | 0.320 | 0.00666
5_1_grt | 0.216 | 0.320 | 0.00830
4_1_cts | 0.203 | 0.320 | 0.00744
-- per-layer routing --
layer  share of wire (%)  vias up  global-route usage, %  routed length [um]
li1                    -      507                      -                   -
met1                  49      473                   17.6                1190
met2                  44       35                   16.6                1060
met3                 6.0        2                   2.48                 145
met4                0.58        0                  0.667                  14
met5                   0        -                      0                   0
Power is estimated from default activity; no workload was simulated.

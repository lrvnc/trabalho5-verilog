### flow/run.sh
#!/bin/bash
# OpenROAD 26Q1-2900-gdf79404cd8, Yosys 0.63+post, stock flow scripts
make -C /OpenROAD-flow-scripts/flow DESIGN_CONFIG=/design/flow/config.mk WORK_HOME=/design/flow/orfs finish
### flow/config.mk
export PLATFORM = sky130hd
export DESIGN_NAME = cpu
export DESIGN_NICKNAME = cpu
export VERILOG_FILES = /design/flow/design.v
export SDC_FILE = /design/flow/constraint.sdc
export NUM_CORES = 4
export LEC_CHECK = 1
export CORE_AREA = 10 10 86 86
export DIE_AREA = 0 0 96 96
### flow/constraint.sdc
current_design cpu

set clk_period 1.8
set clk_io_pct 0.2

create_clock -name clk0 -period $clk_period [get_ports {clock}]

set non_clock_inputs [all_inputs -no_clocks]
set_input_delay [expr $clk_period * $clk_io_pct] -clock clk0 $non_clock_inputs
set_output_delay [expr $clk_period * $clk_io_pct] -clock clk0 [all_outputs]
### flow/design.v
module cpu(
  input clock, reset,
  inout [7:0] mbr,
  output logic we,
  output logic [7:0] mar, pc, ir);
  typedef enum logic [1:0] {FETCH, DECODE, EXECUTE} statetype;
  statetype state, nextstate;
  logic [7:0] acc, vaddr;
  always @(posedge clock or posedge reset)
  begin
    if (reset) begin
      pc <= 'b0;
      vaddr <= 8'b10000000;  
      state <= FETCH;
    end
    else begin
      case(state)
      FETCH: begin
        we <= 0;
        pc <= pc + 1;
        mar <= pc;
      end
      DECODE: begin
        ir = mbr;
        if (ir[7:5] == 3'b000)        
          mar <= vaddr;
        else 
          mar <= {4'b1111, ir[3:0]};
      end
      EXECUTE: begin
        if (ir[7] == 1'b1 && acc != 8'b00000000)  
          pc <= {1'b0, ir[6:0]};
        else if (ir[7:4] == 4'b0100)  
          acc <= mbr;
        else if (ir[7:4] == 4'b0101)  
          acc <= acc + mbr;
        else if (ir[7:4] == 4'b0110)  
          acc <= acc - mbr;
        else if (ir[7:4] == 4'b0011)  
          we <= 1'b1;
        else if (ir[7:4] == 4'b0000)  
          acc <= mbr;
        else if (ir[7:4] == 4'b0001)  
        begin
          we <= 1'b1;
          vaddr <= vaddr + 1;
          if (vaddr > 207) 
            vaddr <= 8'b10000000;   
        end
      end
      endcase  
      state <= nextstate;                  
    end
  end
  always_comb
    casex(state)
      FETCH:   nextstate = DECODE;
      DECODE:  nextstate = EXECUTE;
      EXECUTE: nextstate = FETCH;
      default: nextstate = FETCH; 
    endcase
  assign mbr = we ? acc : 'bz;
endmodule
==> run summary <==
run results: Cells after Synth=69, yosys warns=2, critical path's largest stage delay=0.54 ns, RR Endpoint=pc[1], post-synthesis sequential area ratio=60.4%, initial antenna violation count=0, Worst setup EP type=output port, # setup viols final=0, leakage=0.540 nW, highest clock rate=604 MHz, GRT Overall Usage=3.69%, hold depth=0, status=finished clean, ys cells=69, fill count=595, core area=0.00554 mm^2, first-pass GRT wire length=2620 um, Initial DRC Count=15, RSZ-0062 raised after global routing=false, Log Warnings=25, via count=493, Peak VDD IR=0.358 mV, family with the most delay on the worst path=buffers and inverters, Die Area=0.00922 mm^2, row cnt=27, Final min period=1.66 ns, pwr/cell area=764 mW/mm^2, period utilization=92.0%, Crit path arrival time=1.30 ns, I/O pin count=35, crit-path cells=clkdlybuf4s50_1, # resized after CTS=0, largest net degree at the start of global routing=13, depth of the most critical reg-to-reg path=2, H-tree Lvls=1, Antenna diodes=0, logic area=292 um^2, WHS Endpoint=state[0], CTS Buf Count=3, GR Overflow Total=0, ys flops=20, Hold Path Class=reg2reg, Post-route DRC=0, clock skew=0.000968 ns, clock sink total=20, most frequent cells in the layout=clkdlybuf4s50_1, conb_1, dfrtp_1, final RePlAce weighted congestion=0.757, R2R setup slack=0.53 ns, area delta synth->final=32.3%, Hold WS=0.417 ns, CTS Buffer Depth=2, share of cells above drive strength 1=12.0%, Final Hold Viols=0, crit-path max FO=6, CTS Root Cell=clkbuf_8, Vias/cell=3.01, CP Buf/Inv Count=1, Tot Pwr=915 uW, r2r startpoint=state[0], Top cell excl fill/tap=clkdlybuf4s50_1, Chip Width=96 um, setup ws final=0.144 ns, post-synth top area cell=edfxtp_1, CP Launch Type=flip-flop, drt pass-1 iters=2, routed len/inst=10.3 um, hold path startpoint=state[1], Slew Viols, Final=0, Distinct cells, synth=21, number of global-route vias before repair=510, clk latency of the worst-skew pair=0.25 ns, port buffer count=18, syn_area_per_cell=13.1 um^2, Setup TNS=0 ns, Floorplan Utilization=16.4%, Worst Path Required=1.44 ns, critical path class=reg2out, crit path max-delay cell type=clkdlybuf4s50_1, clock transition at the registers of the reported paths=0.07 ns, Top-area cell share=29.8%, Antenna Nets Post-Route=0, register area=547 um^2, CTS tree=yes, chip height=96 um, MaxCap Viol Count=0, HPWL after DPL=1400 um, biggest area cells=edfxtp_1, dfrtp_1, buf_4, nor2b_1, xor2_1, Post-Route WL=1690 um, dpl ws=0.416 ns, Syn Std Cell Area=906 um^2, Post-CTS Setup Inserts=0, Yosys Chip Area=906 um^2, CTS hold repair buffers=0
[layer usage]
| metal | part of all wire [%] | wire length, um | vias to the layer above | global-route usage (%) |
|---|---|---|---|---|
| li1 | - | - | 245 | - |
| met1 | 43 | 724 | 226 | 4.80 |
| met2 | 43 | 736 | 22 | 5.38 |
| met3 | 14 | 231 | 0 | 2.28 |
| met4 | 0 | 0 | 0 | 0.246 |
| met5 | 0 | 0 | - | 0 |
[how the worst max path moves through the flow]
| stage | slack, ns | startpoint | cells past startpoint | to |
|---|---|---|---|---|
| 6_report | 0.14 | pc[0] | 1 | pc[0] |
| 5_1_grt | 0.09 | pc[1] | 1 | pc[1] |
| 4_1_cts | 0.12 | pc[0] | 1 | pc[0] |
[synth_stat cells]
cell type	number
nor2_1	4
dfrtp_1	10
nand4_1	2
or2_2	1
nor3_2	1
edfxtp_1	9
and2_1	1
nor2b_1	7
inv_1	1
dfstp_2	1
nand3_4	1
nand2_1	2
mux2_1	1
ha_1	1
nand4b_2	1
buf_4	16
xor2_1	4
and2b_1	1
nand3_1	1
xnor2_1	3
conb_1	1
[sequential cells by signal, indices dropped and copies added (netlist names)]
name / count
pc: 8
mar: 8
state: 3
we: 1
[metrics by stage]
| stage | std cells | cell area (um^2) | util [%] |
|---|---|---|---|
| global placement | 160 | 1130 | 20.3 |
| finish | 164 | 1200 | 21.6 |
| CTS | 164 | 1200 | 21.6 |
| detailed placement | 160 | 1130 | 20.3 |
| global route | 164 | 1200 | 21.6 |
| floorplan | 84 | 962 | - |
[cells by family after synthesis]
group | count (synthesis) | synth area share [%]
simple gates | 22 | 16.2
mux | 1 | 1.24
buf+inv | 17 | 13.7
other cells | 1 | 0.414
fa+ha+maj | 1 | 1.38
flops | 20 | 60.4
xor+xnor | 7 | 6.77
[report_power, final]
group,switching (mW),internal (mW)
logic,0.00761,0.00353
clock network,0.134,0.296
registers,0,0.474
[area by class of cell]
class | instances | share of cell area [%]
multi-input combinational | 47 | 24.3
timing repair buffer | 20 | 16.3
inverter | 1 | 0.313
clock inverter | 1 | 2.51
sequential | 20 | 45.6
tap | 72 | 7.52
clock buffer | 3 | 3.44
Power and IR drop assume default switching activity.
